==> flow/design.v <==
package alu_opcodes_pkg;
localparam ALU_OP_WIDTH = 5;
localparam ALU_ADD  = 5'b00000;
localparam ALU_SUB  = 5'b01000;
localparam ALU_XOR  = 5'b00100;
localparam ALU_OR   = 5'b00110;
localparam ALU_AND  = 5'b00111;
localparam ALU_SRA  = 5'b01101;   
localparam ALU_SRL  = 5'b00101;   
localparam ALU_SLL  = 5'b00001;   
localparam ALU_LTS  = 5'b11100;   
localparam ALU_LTU  = 5'b11110;   
localparam ALU_GES  = 5'b11101;   
localparam ALU_GEU  = 5'b11111;   
localparam ALU_EQ   = 5'b11000;   
localparam ALU_NE   = 5'b11001;   
localparam ALU_SLTS = 5'b00010;   
localparam ALU_SLTU = 5'b00011;   
endpackage
package memory_pkg;
  localparam INSTR_MEM_SIZE_BYTES = 512;
  localparam INSTR_MEM_SIZE_WORDS = INSTR_MEM_SIZE_BYTES / 4;
  localparam DATA_MEM_SIZE_BYTES  = 512;
  localparam DATA_MEM_SIZE_WORDS  = DATA_MEM_SIZE_BYTES / 4;
endpackage
package csr_pkg;
  localparam CSR_RW          = 3'b001;
  localparam CSR_RS          = 3'b010;
  localparam CSR_RC          = 3'b011;
  localparam CSR_RWI         = 3'b101;
  localparam CSR_RSI         = 3'b110;
  localparam CSR_RCI         = 3'b111;
  localparam MIE_ADDR        = 12'h304;
  localparam MTVEC_ADDR      = 12'h305;
  localparam MSCRATCH_ADDR   = 12'h340;
  localparam MEPC_ADDR       = 12'h341;
  localparam MCAUSE_ADDR     = 12'h342;
endpackage
package decoder_pkg;
  import alu_opcodes_pkg::*;
  import csr_pkg::*;
  localparam LOAD_OPCODE     = 5'b00_000;
  localparam MISC_MEM_OPCODE = 5'b00_011;
  localparam OP_IMM_OPCODE   = 5'b00_100;
  localparam AUIPC_OPCODE    = 5'b00_101;
  localparam STORE_OPCODE    = 5'b01_000;
  localparam OP_OPCODE       = 5'b01_100;
  localparam LUI_OPCODE      = 5'b01_101;
  localparam BRANCH_OPCODE   = 5'b11_000;
  localparam JALR_OPCODE     = 5'b11_001;
  localparam JAL_OPCODE      = 5'b11_011;
  localparam SYSTEM_OPCODE   = 5'b11_100;
  localparam LDST_B          = 3'b000;
  localparam LDST_H          = 3'b001;
  localparam LDST_W          = 3'b010;
  localparam LDST_BU         = 3'b100;
  localparam LDST_HU         = 3'b101;
  localparam OP_A_RS1        = 2'b00;
  localparam OP_A_CURR_PC    = 2'b01;
  localparam OP_A_ZERO       = 2'b10;
  localparam OP_B_RS2        = 3'b000;
  localparam OP_B_IMM_I      = 3'b001;
  localparam OP_B_IMM_U      = 3'b010;
  localparam OP_B_IMM_S      = 3'b011;
  localparam OP_B_INCR       = 3'b100;
  localparam WB_EX_RESULT    = 2'd0;
  localparam WB_LSU_DATA     = 2'd1;
  localparam WB_CSR_DATA     = 2'd2;
  export alu_opcodes_pkg::ALU_OP_WIDTH;
  export alu_opcodes_pkg::ALU_ADD;
  export alu_opcodes_pkg::ALU_SUB;
  export alu_opcodes_pkg::ALU_XOR;
  export alu_opcodes_pkg::ALU_OR;
  export alu_opcodes_pkg::ALU_AND;
  export alu_opcodes_pkg::ALU_SRA;
  export alu_opcodes_pkg::ALU_SRL;
  export alu_opcodes_pkg::ALU_SLL;
  export alu_opcodes_pkg::ALU_LTS;
  export alu_opcodes_pkg::ALU_LTU;
  export alu_opcodes_pkg::ALU_GES;
  export alu_opcodes_pkg::ALU_GEU;
  export alu_opcodes_pkg::ALU_EQ;
  export alu_opcodes_pkg::ALU_NE;
  export alu_opcodes_pkg::ALU_SLTS;
  export alu_opcodes_pkg::ALU_SLTU;
  export csr_pkg::CSR_RW;
  export csr_pkg::CSR_RS;
  export csr_pkg::CSR_RC;
  export csr_pkg::CSR_RWI;
  export csr_pkg::CSR_RSI;
  export csr_pkg::CSR_RCI;
  export csr_pkg::MIE_ADDR;
  export csr_pkg::MTVEC_ADDR;
  export csr_pkg::MSCRATCH_ADDR;
  export csr_pkg::MEPC_ADDR;
  export csr_pkg::MCAUSE_ADDR;
endpackage
package illegal_check_pkg;
    import decoder_pkg::*;
    function automatic logic is_csr_immI_illegal(input[11:0] imm_I);
        case (imm_I)
            12'h304,
            12'h305,
            12'h340,
            12'h341,
            12'h342: return 0;
            default: return 1;
        endcase
    endfunction
    function automatic logic is_csr_funct3_illegal(input[2:0] funct3);
        if (funct3 == 3'b000 || funct3 == 3'b100)
            return 1;
        else 
            return 0;
    endfunction
    function automatic logic is_mret_illegal(input[31:0] instruction);
        if (instruction != 32'b0011000_00010_00000_000_00000_1110011)
            return 1;
        else
            return 0;
    endfunction
    function automatic logic is_misc_mem_illegal(input[2:0] funct3);
        if (funct3 != 3'b000)
            return 1;
        else
            return 0;
    endfunction
    function automatic logic is_jalr_illegal(input[2:0] funct3);
        if (funct3 != 3'b000)
            return 1;
        else
            return 0;
    endfunction
    function automatic logic is_branch_illegal(input[2:0] funct3);
        if (funct3 == 3'b010 || funct3 == 3'b011)
            return 1;
        else
            return 0;
    endfunction
    function automatic logic is_store_illegal(input [2:0] mem_size);
        if (mem_size >= 3'd3)  
            return 1;
        else
            return 0;
    endfunction
    function automatic logic is_load_illegal(input [2:0] mem_size);
        if (mem_size >= 3'd6 || mem_size == 3'b011)
            return 1;
        else
            return 0;
    endfunction
    function automatic logic is_op_imm_alu_illegal(input [4:0] alu_op);
        case (alu_op)
            ALU_ADD, ALU_SUB, ALU_XOR, ALU_OR, ALU_AND, ALU_SRL, ALU_SLL, 
            ALU_SRA, ALU_LTS, ALU_LTU, ALU_GES, ALU_GEU, ALU_EQ, ALU_NE, ALU_SLTS, 
            ALU_SLTU: return 1'b0;
            default: return 1'b1;
        endcase
    endfunction
    function automatic logic is_op_alu_illegal(input [4:0] alu_op);
        case (alu_op)
            ALU_ADD, ALU_SUB, ALU_XOR, ALU_OR, ALU_AND, ALU_SRL, ALU_SLL, 
            ALU_SRA, ALU_LTS, ALU_LTU, ALU_GES, ALU_GEU, ALU_EQ, ALU_NE, ALU_SLTS, 
            ALU_SLTU: return 1'b0;
            default: return 1'b1;
        endcase
    endfunction
endpackage
module decoder
    import decoder_pkg::*;
    import illegal_check_pkg::*;
(
    input  logic [31:0]  fetched_instr_i,
    output logic [1:0]   a_sel_o,
    output logic [2:0]   b_sel_o,
    output logic [4:0]   alu_op_o,
    output logic [2:0]   csr_op_o,
    output logic         csr_we_o,
    output logic         mem_req_o,
    output logic         mem_we_o,
    output logic [2:0]   mem_size_o,
    output logic         gpr_we_o,
    output logic [1:0]   wb_sel_o,
    output logic         illegal_instr_o,
    output logic         branch_o,
    output logic         jal_o,
    output logic         jalr_o,
    output logic         mret_o
);
logic csr_we_raw, mem_req_raw, mem_we_raw, gpr_we_raw, branch_raw, jal_raw, jalr_raw, mret_raw;
localparam MAGIC_MEM_SIZE = 3'b011;
enum logic[1:0] {AS_rs1=2'd0, AS_pc=2'd1, AS_0=2'd2 } A_SEL_TYPE;
enum logic[2:0] {BS_rs2=3'd0, BS_imm_I=3'd1, BS_imm_U=3'd2, BS_imm_S=3'd3, BS_4=3'd4} B_SEL_TYPE;
enum logic[1:0] {WBS_alu=2'd0, WBS_mrd=2'd1, WBS_cwd=2'd2 } WB_SEL_TYPE;  
enum logic[2:0] {LDST_B=3'd0, LDST_H=3'd1, LDST_W=3'd2, LDST_BU=3'd3, LDST_HU=3'd4 } MEM_SIZE_TYPE;
logic [6:0]   opcode;
logic [11:7]  rd;
logic [14:12] funct3;
logic [19:15] rs1;
logic [24:20] rs2;
logic [31:25] funct7;
assign {funct7, rs2, rs1, funct3, rd, opcode} = fetched_instr_i;
logic [11:0] imm_I;
logic [31:0] imm_U;
logic [11:0] imm_S;
logic [11:0] imm_B;
logic [20:0] imm_J;
logic [4:0]  imm_Z;
assign imm_I = fetched_instr_i[31:20];
assign imm_U = {fetched_instr_i[31:12], 12'h000};
assign imm_S = {fetched_instr_i[31:25], fetched_instr_i[11:7]};
assign imm_B = {fetched_instr_i[31], fetched_instr_i[7], fetched_instr_i[30:25], fetched_instr_i[11:8] };
assign imm_J = {fetched_instr_i[31], fetched_instr_i[19:12], fetched_instr_i[20], fetched_instr_i[30:21], 1'b0};
assign imm_Z = fetched_instr_i[19:15];
always_comb begin
    {a_sel_o, b_sel_o, alu_op_o, csr_op_o, csr_we_raw, mem_req_raw, mem_we_raw} = '0;
    mem_size_o = MAGIC_MEM_SIZE;
    {gpr_we_raw, wb_sel_o, branch_raw, jal_raw, jalr_raw, mret_raw} = '0;
    illegal_instr_o = opcode[1:0] != 2'b11;
    case (opcode)
        {OP_OPCODE, 2'b11}: begin  
            alu_op_o = {funct7[31:30], funct3};
            a_sel_o  = AS_rs1;
            b_sel_o  = BS_rs2;
            gpr_we_raw = 1'b1;
            wb_sel_o = WBS_alu;
            illegal_instr_o = is_op_alu_illegal(alu_op_o);
        end
        {OP_IMM_OPCODE, 2'b11}: begin  
            if (funct3 == 3'b101)
                alu_op_o = {imm_I[11:10], funct3};            
            else
                alu_op_o = {2'b00, funct3};
            a_sel_o  = AS_rs1;
            b_sel_o  = BS_imm_I;
            gpr_we_raw = 1'b1;
            wb_sel_o = WBS_alu;
            illegal_instr_o = is_op_imm_alu_illegal(alu_op_o);
        end
        {LUI_OPCODE, 2'b11}: begin  
            alu_op_o = alu_opcodes_pkg::ALU_ADD;
            a_sel_o = AS_0;
            b_sel_o = BS_imm_U;
            gpr_we_raw = 1'b1;
            wb_sel_o = WBS_alu;
        end
        {AUIPC_OPCODE, 2'b11}: begin  
            alu_op_o = alu_opcodes_pkg::ALU_ADD;
            a_sel_o = AS_pc;
            b_sel_o = BS_imm_U;
            gpr_we_raw = 1'b1;
            wb_sel_o = WBS_alu;
        end
        {LOAD_OPCODE, 2'b11}: begin  
            alu_op_o = alu_opcodes_pkg::ALU_ADD;
            a_sel_o = AS_rs1;
            b_sel_o = BS_imm_I;
            gpr_we_raw = 1'b1;
            wb_sel_o = WBS_mrd;
            mem_req_raw  = 1'b1;
            mem_we_raw   = 1'b0;
            mem_size_o = funct3;
            illegal_instr_o = is_load_illegal(funct3);
        end
        {STORE_OPCODE, 2'b11}: begin  
            alu_op_o = alu_opcodes_pkg::ALU_ADD;
            a_sel_o = AS_rs1;
            b_sel_o = BS_imm_S;
            mem_req_raw  = 1'b1;
            mem_we_raw   = 1'b1;
            mem_size_o = funct3;
            illegal_instr_o = is_store_illegal(funct3);
        end
        {BRANCH_OPCODE, 2'b11}: begin  
            alu_op_o = {2'b11, funct3};
            a_sel_o = AS_rs1;
            b_sel_o = BS_rs2;
            branch_raw = 1'b1;
            illegal_instr_o = is_branch_illegal(funct3);
        end
        {JALR_OPCODE, 2'b11}: begin  
            jalr_raw = 1'b1;
            gpr_we_raw = 1;
            alu_op_o = alu_opcodes_pkg::ALU_ADD;
            a_sel_o = AS_pc;
            b_sel_o = BS_4;
            wb_sel_o = WBS_alu;
            illegal_instr_o = is_jalr_illegal(funct3);
        end
        {JAL_OPCODE, 2'b11}: begin  
            jal_raw = 1'b1;
            gpr_we_raw = 1;
            alu_op_o = alu_opcodes_pkg::ALU_ADD;
            a_sel_o = AS_pc;
            b_sel_o = BS_4;
            wb_sel_o = WBS_alu;
        end
        {MISC_MEM_OPCODE, 2'b11}: begin  
            mem_size_o = MAGIC_MEM_SIZE;
            illegal_instr_o = is_misc_mem_illegal(funct3);
        end
        {SYSTEM_OPCODE, 2'b11}: begin  
            if (funct3 == 3'b000 && imm_I[11:1]=='0) begin  
                illegal_instr_o = 1;
            end
            else if (fetched_instr_i == {7'b0011000, 5'b00010, 5'b00000, 3'b000, 5'b00000, 7'b1110011}) begin            
                mret_raw = 1'b1;
                mem_size_o = MAGIC_MEM_SIZE;
            end
            else begin
                gpr_we_raw = 1'b1;
                wb_sel_o   = WBS_cwd;
                csr_op_o   = funct3;
                csr_we_raw = 1'b1;       
                case (funct3)
                    CSR_RW, CSR_RWI:  begin  
                    end
                    CSR_RS, CSR_RSI:  begin  
                        if (rs1 == 5'b00000) begin
                            csr_we_raw = 1'b1;  
                        end
                    end
                    CSR_RC, CSR_RCI:  begin  
                    end
                    default: 
                        illegal_instr_o = 1;
                endcase
            end
        end
        default:
            illegal_instr_o = 1;
    endcase
end
always_comb begin : backpressure_process
    {csr_we_o, mem_req_o, mem_we_o, gpr_we_o, branch_o, jal_o, jalr_o, mret_o} = 
        illegal_instr_o ? 
        '0 :
        {csr_we_raw, mem_req_raw, mem_we_raw, gpr_we_raw, branch_raw, jal_raw, jalr_raw, mret_raw};
end
endmodule
==> flow/run.sh <==
#!/bin/bash
# OpenROAD 26Q1-2900-gdf79404cd8, Yosys 0.63+post, stock flow scripts
make -C /OpenROAD-flow-scripts/flow DESIGN_CONFIG=/design/flow/config.mk WORK_HOME=/design/flow/orfs finish
==> flow/config.mk <==
export PLATFORM = sky130hd
export DESIGN_NAME = decoder
export DESIGN_NICKNAME = decoder
export VERILOG_FILES = /design/flow/design.v
export SDC_FILE = /design/flow/constraint.sdc
export NUM_CORES = 4
export LEC_CHECK = 1
export CORE_AREA = 10 10 70 70
export DIE_AREA = 0 0 80 80
export SYNTH_HDL_FRONTEND = slang
==> flow/constraint.sdc <==
current_design decoder

set clk_period 4.0
set clk_io_pct 0.2

create_clock -name clk0 -period $clk_period

set non_clock_inputs [all_inputs -no_clocks]
set_input_delay [expr $clk_period * $clk_io_pct] -clock clk0 $non_clock_inputs
set_output_delay [expr $clk_period * $clk_io_pct] -clock clk0 [all_outputs]
==> results_dict.tcl <==
# flow metrics
set metrics [dict create \
    tool_warnings 33 \
    io_pins 59 \
    placed_area_um2 1320 \
    fp_util_pct 18.4 \
    whs_path_depth 3 \
    coreArea_um2 3420 \
    path_cells "clkdlybuf4s50_1 > nand2_2 > or4_4 > or4_4 > nand4_2 > or2_1 > clkdlybuf4s50_1" \
    cp-end-kind "output pin" \
    irDropWorstVdd_uv 23.2 \
    finalInstanceArea_um2 1330 \
    timing.final.max_slew_violations 0 \
    area_growth_pct 112 \
    critPathSlowestCell "clkdlybuf4s50_1" \
    grt_util_all_layers_pct 9.10 \
    cp-startpoint "fetched_instr_i[1]" \
    hold_viol_final 0 \
    seq_area_um2 0 \
    drc_errors 0 \
    outcome "complete, no violations" \
    nClkBuffers 0 \
    finalCriticalPeriod_ns 3.86 \
    grt_pass1_wl_mm 4.99 \
    wl_mm 3.07 \
    diodes 0 \
    drive_gt1_share_pct 12.1 \
    synth_seq_share_pct 0 \
    rows 21 \
    ys_types 37 \
    ctsHoldBuffers 0 \
    ys_warn_count 0 \
    finalCritPeriodShare_pct 96.5 \
    syn_area_um2 628 \
    path_class "input port to output pin" \
    setup_violations 0 \
    die_area_um2 6400 \
    yosys-top-cells-count "10 x nor2_1, 10 x nor4_1, 8 x a21oi_1" \
    cp_max_fo 4 \
    start_kind "input port" \
    drt_iter0_drc 53 \
    rsz0062_at_grt "true" \
    antenna_found_initial 0 \
    dp_hpwl_mm 2.59 \
    fp.dieH_um 80 \
    post_cts.repair.setup_buffers 0 \
    fillers 361 \
    io_buffer_count 59 \
    first_pass_iters 4 \
    postSynthAreaPerCell_um2 6.04 \
    max_slew_margin_pct 70.9 \
    grt_overflow 0 \
    synth_top_area_share_pct 9.96 \
    antenna_left 0 \
    grt_pass1_vias 1125 \
    hold_path.class "input port to output pin" \
    comb_area_um2 587 \
    num_vias 1035 \
    grt_start_max_net_pins 15 \
    yosysChipArea_um2 628 \
    syn_inst 104 \
    fmax_ghz 0.259 \
    ys_cells 104 \
    power_uw 81.0 \
    wl_per_cell_um 14.6 \
    die_x_um 80 \
    ctsResizeCount 0 \
    endpoint "illegal_instr_o" \
    largest_area_cell "nor4_1" \
    max-cap-violations 0 \
    viasPerCell 4.91 \
    flops 0 \
    worstMarginPinSlew_ns 0.432 \
    arrival_ns 3.06 \
    critPathRequiredTime_ns 3.20 \
    slowest_delay_ns 0.54 \
    gp_congestion 0.922 \
    p_leak_uw 0.000471 \
    top_cells_by_area "nor4_1 10%, and2_1 7.0%, a21oi_1 6.4%" \
    power.density_nw_per_um2 60.7 \
]
==> final cells by class <==
class              instances  share of cell area (%)
well taps                 46                    4.32
inverters                  5                    1.41
multi-input cells         91                    44.0
repair buffers            69                    50.3
==> power breakdown <==
| group | switching (µW) | internal [µW] |
|---|---|---|
| registers | 0 | 0 |
| logic | 33.4 | 47.6 |
| clock network | 0 | 0 |
==> metal layers <==
| metal | part of all wire (%) | track usage [%] | vias to the layer above |
|---|---|---|---|
| met5 | 0 | 0 | - |
| li1 | - | - | 517 |
| met4 | 0 | 0.352 | 0 |
| met1 | 41 | 10.5 | 483 |
| met3 | 10 | 3.30 | 0 |
| met2 | 49 | 16.3 | 35 |
==> logic make-up (layout without fill, tap and decap cells) <==
kind of cell	after synthesis	in the layout	share of synthesized area, %
AND/OR/NAND/NOR	67	67	66.9
AND-OR/OR-AND	24	24	24.5
buffers and inverters	13	74	8.57
==> critical path: cells and delay by family <==
family	cells	cell delay (ns)
simple gates	5	1.26
buf+inv	2	1.00
==> how the worst min path moves through the flow <==
stage,startpoint,end,slack [ns]
final,fetched_instr_i[3],a_sel_o[1],2.32
after CTS,fetched_instr_i[0],a_sel_o[0],2.63
after global routing,fetched_instr_i[3],b_sel_o[1],2.37
==> metrics by stage <==
stage          TNS [ns]  instances  worst slack, ns  hold WS (ns)  util [%]
2_1_floorplan         0        104             1.08          1.65         -
3_3_place_gp          0        211           0.0696          2.63      38.5
3_5_place_dp          0        211           0.0685          2.64      38.5
4_1_cts               0        211           0.0657          2.63      38.5
5_1_grt         -0.0611        211          -0.0306          2.37      39.0
6_report              0        211            0.140          2.32      39.0
==> cell usage in the layout (no fill, tap or decap), types with 4 or more instances in the layout <==
master,n
a21oi_1,8
nand3_1,4
nor3_1,5
clkdlybuf4s50_1,57
nor2_1,10
nand2_1,5
nor4_1,9
buf_4,10
inv_1,5
and2_1,7
o21ai_0,6
Power is estimated from default activity; no workload was simulated.
