## design.v

```verilog
package alu_opcodes_pkg;
localparam ALU_OP_WIDTH = 5;
localparam ALU_ADD  = 5'b00000;
localparam ALU_SUB  = 5'b01000;
localparam ALU_XOR  = 5'b00100;
localparam ALU_OR   = 5'b00110;
localparam ALU_AND  = 5'b00111;
localparam ALU_SRA  = 5'b01101;   
localparam ALU_SRL  = 5'b00101;   
localparam ALU_SLL  = 5'b00001;   
localparam ALU_LTS  = 5'b11100;   
localparam ALU_LTU  = 5'b11110;   
localparam ALU_GES  = 5'b11101;   
localparam ALU_GEU  = 5'b11111;   
localparam ALU_EQ   = 5'b11000;   
localparam ALU_NE   = 5'b11001;   
localparam ALU_SLTS = 5'b00010;   
localparam ALU_SLTU = 5'b00011;   
endpackage
package memory_pkg;
  localparam INSTR_MEM_SIZE_BYTES = 512;
  localparam INSTR_MEM_SIZE_WORDS = INSTR_MEM_SIZE_BYTES / 4;
  localparam DATA_MEM_SIZE_BYTES  = 512;
  localparam DATA_MEM_SIZE_WORDS  = DATA_MEM_SIZE_BYTES / 4;
endpackage
package csr_pkg;
  localparam CSR_RW          = 3'b001;
  localparam CSR_RS          = 3'b010;
  localparam CSR_RC          = 3'b011;
  localparam CSR_RWI         = 3'b101;
  localparam CSR_RSI         = 3'b110;
  localparam CSR_RCI         = 3'b111;
  localparam MIE_ADDR        = 12'h304;
  localparam MTVEC_ADDR      = 12'h305;
  localparam MSCRATCH_ADDR   = 12'h340;
  localparam MEPC_ADDR       = 12'h341;
  localparam MCAUSE_ADDR     = 12'h342;
endpackage
package decoder_pkg;
  import alu_opcodes_pkg::*;
  import csr_pkg::*;
  localparam LOAD_OPCODE     = 5'b00_000;
  localparam MISC_MEM_OPCODE = 5'b00_011;
  localparam OP_IMM_OPCODE   = 5'b00_100;
  localparam AUIPC_OPCODE    = 5'b00_101;
  localparam STORE_OPCODE    = 5'b01_000;
  localparam OP_OPCODE       = 5'b01_100;
  localparam LUI_OPCODE      = 5'b01_101;
  localparam BRANCH_OPCODE   = 5'b11_000;
  localparam JALR_OPCODE     = 5'b11_001;
  localparam JAL_OPCODE      = 5'b11_011;
  localparam SYSTEM_OPCODE   = 5'b11_100;
  localparam LDST_B          = 3'b000;
  localparam LDST_H          = 3'b001;
  localparam LDST_W          = 3'b010;
  localparam LDST_BU         = 3'b100;
  localparam LDST_HU         = 3'b101;
  localparam OP_A_RS1        = 2'b00;
  localparam OP_A_CURR_PC    = 2'b01;
  localparam OP_A_ZERO       = 2'b10;
  localparam OP_B_RS2        = 3'b000;
  localparam OP_B_IMM_I      = 3'b001;
  localparam OP_B_IMM_U      = 3'b010;
  localparam OP_B_IMM_S      = 3'b011;
  localparam OP_B_INCR       = 3'b100;
  localparam WB_EX_RESULT    = 2'd0;
  localparam WB_LSU_DATA     = 2'd1;
  localparam WB_CSR_DATA     = 2'd2;
  export alu_opcodes_pkg::ALU_OP_WIDTH;
  export alu_opcodes_pkg::ALU_ADD;
  export alu_opcodes_pkg::ALU_SUB;
  export alu_opcodes_pkg::ALU_XOR;
  export alu_opcodes_pkg::ALU_OR;
  export alu_opcodes_pkg::ALU_AND;
  export alu_opcodes_pkg::ALU_SRA;
  export alu_opcodes_pkg::ALU_SRL;
  export alu_opcodes_pkg::ALU_SLL;
  export alu_opcodes_pkg::ALU_LTS;
  export alu_opcodes_pkg::ALU_LTU;
  export alu_opcodes_pkg::ALU_GES;
  export alu_opcodes_pkg::ALU_GEU;
  export alu_opcodes_pkg::ALU_EQ;
  export alu_opcodes_pkg::ALU_NE;
  export alu_opcodes_pkg::ALU_SLTS;
  export alu_opcodes_pkg::ALU_SLTU;
  export csr_pkg::CSR_RW;
  export csr_pkg::CSR_RS;
  export csr_pkg::CSR_RC;
  export csr_pkg::CSR_RWI;
  export csr_pkg::CSR_RSI;
  export csr_pkg::CSR_RCI;
  export csr_pkg::MIE_ADDR;
  export csr_pkg::MTVEC_ADDR;
  export csr_pkg::MSCRATCH_ADDR;
  export csr_pkg::MEPC_ADDR;
  export csr_pkg::MCAUSE_ADDR;
endpackage
package illegal_check_pkg;
    import decoder_pkg::*;
    function automatic logic is_csr_immI_illegal(input[11:0] imm_I);
        case (imm_I)
            12'h304,
            12'h305,
            12'h340,
            12'h341,
            12'h342: return 0;
            default: return 1;
        endcase
    endfunction
    function automatic logic is_csr_funct3_illegal(input[2:0] funct3);
        if (funct3 == 3'b000 || funct3 == 3'b100)
            return 1;
        else 
            return 0;
    endfunction
    function automatic logic is_mret_illegal(input[31:0] instruction);
        if (instruction != 32'b0011000_00010_00000_000_00000_1110011)
            return 1;
        else
            return 0;
    endfunction
    function automatic logic is_misc_mem_illegal(input[2:0] funct3);
        if (funct3 != 3'b000)
            return 1;
        else
            return 0;
    endfunction
    function automatic logic is_jalr_illegal(input[2:0] funct3);
        if (funct3 != 3'b000)
            return 1;
        else
            return 0;
    endfunction
    function automatic logic is_branch_illegal(input[2:0] funct3);
        if (funct3 == 3'b010 || funct3 == 3'b011)
            return 1;
        else
            return 0;
    endfunction
    function automatic logic is_store_illegal(input [2:0] mem_size);
        if (mem_size >= 3'd3)  
            return 1;
        else
            return 0;
    endfunction
    function automatic logic is_load_illegal(input [2:0] mem_size);
        if (mem_size >= 3'd6 || mem_size == 3'b011)
            return 1;
        else
            return 0;
    endfunction
    function automatic logic is_op_imm_alu_illegal(input [4:0] alu_op);
        case (alu_op)
            ALU_ADD, ALU_SUB, ALU_XOR, ALU_OR, ALU_AND, ALU_SRL, ALU_SLL, 
            ALU_SRA, ALU_LTS, ALU_LTU, ALU_GES, ALU_GEU, ALU_EQ, ALU_NE, ALU_SLTS, 
            ALU_SLTU: return 1'b0;
            default: return 1'b1;
        endcase
    endfunction
    function automatic logic is_op_alu_illegal(input [4:0] alu_op);
        case (alu_op)
            ALU_ADD, ALU_SUB, ALU_XOR, ALU_OR, ALU_AND, ALU_SRL, ALU_SLL, 
            ALU_SRA, ALU_LTS, ALU_LTU, ALU_GES, ALU_GEU, ALU_EQ, ALU_NE, ALU_SLTS, 
            ALU_SLTU: return 1'b0;
            default: return 1'b1;
        endcase
    endfunction
endpackage
module data_mem
import memory_pkg::DATA_MEM_SIZE_BYTES;
import memory_pkg::DATA_MEM_SIZE_WORDS;
(
    input  logic        clk_i,
    input  logic        mem_req_i,
    input  logic        write_enable_i,
    input  logic [ 3:0] byte_enable_i,
    input  logic [31:0] addr_i,
    input  logic [31:0] write_data_i,
    output logic [31:0] read_data_o,
    output logic        ready_o
);
typedef logic [31:0] WORD;
typedef logic [7:0] BYTES_WORD [3:0];
localparam WORD_WIDTH = 32;
logic [WORD_WIDTH-1:0] ram [memory_pkg::DATA_MEM_SIZE_WORDS] = '{default: 32'h00000000};
logic [$clog2(DATA_MEM_SIZE_WORDS)-1:0] word_addr;
assign word_addr = addr_i[$clog2(DATA_MEM_SIZE_BYTES)-1:0] / 4;
WORD curr_word;
assign curr_word = ram[word_addr];
BYTES_WORD wdata_bytes;
generate
    genvar i;
    for (i = 0; i < 4; i++) begin
        assign wdata_bytes[i] = write_data_i[i*8 +: 8];
    end
endgenerate
BYTES_WORD cword_bytes_new;
always_comb begin
    cword_bytes_new = BYTES_WORD'(curr_word);
    for (int i = 0; i < 4; i++) begin  
        if (byte_enable_i[i]) begin
            cword_bytes_new[i] = wdata_bytes[i];
        end
    end
end
logic [31:0] rdata_buf = 32'h00000000;
always_ff @(posedge clk_i) begin
    if (mem_req_i) begin
        if (write_enable_i) begin
            ram[word_addr] <= WORD'(cword_bytes_new);  
        end
        else begin
            rdata_buf <= curr_word;
        end
    end
end
assign read_data_o = rdata_buf;
assign ready_o = 1;
endmodule
```

## run.sh

```bash
#!/bin/bash
# OpenROAD 26Q1-2900-gdf79404cd8, Yosys 0.63+post, stock flow scripts
make -C /OpenROAD-flow-scripts/flow DESIGN_CONFIG=/design/flow/config.mk WORK_HOME=/design/flow/orfs finish
```

## config.mk

```make
export PLATFORM = sky130hd
export DESIGN_NAME = data_mem
export DESIGN_NICKNAME = data_mem
export VERILOG_FILES = /design/flow/design.v
export SDC_FILE = /design/flow/constraint.sdc
export NUM_CORES = 4
export LEC_CHECK = 1
export CORE_UTILIZATION = 50
export SYNTH_HDL_FRONTEND = slang
```

## constraint.sdc

```tcl
current_design data_mem

set clk_period 93.3
set clk_io_pct 0.2

create_clock -name clk0 -period $clk_period [get_ports {clk_i}]

set non_clock_inputs [all_inputs -no_clocks]
set_input_delay [expr $clk_period * $clk_io_pct] -clock clk0 $non_clock_inputs
set_output_delay [expr $clk_period * $clk_io_pct] -clock clk0 [all_outputs]
```

==> results.py <==
# Physical implementation metrics
metrics = {
    "run_status": {
        "status": "complete, no violations",
    },
    "critical_path": {
        "crit_path_start": "addr_i[3]",
        "endpoint_kind": "register",
        "startpoint_type": "input pin",
        "worstSetupPathType": "in -> reg",
        "worst_ep_required_time_ps": 93950,
        "cp_max_fo": 59,
        "cp.arrival_ps": 25510,
        "r2r-start": "ram[7][8]$_DFFE_PP_",
    },
    "logic_synthesis": {
        "postSynth.asyncResetShare_pct": 0,
        "ys_seq_share_pct": 77.8,
        "yosys_cells": 9400,
        "ys_warn_count": 0,
        "synthCells": 9400,
        "syn_area_mm2": 0.159,
        "synth-edff-count": 4128,
        "flop_cell": "edfxtp_1",
        "largest_area_cell": "edfxtp_1",
        "ys_types": 73,
        "synth_flop_count": 4128,
        "yosys_area_mm2": 0.159,
        "synth.top_cells.by_area": "edfxtp_1, a221oi_1, a22oi_1, mux2_2, mux2i_1",
        "syn_avg_cell_area_um2": 17.0,
        "top_area_share_pct": 77.8,
    },
    "floorplan": {
        "die_h_um": 567,
        "fp.dieArea_mm2": 0.321,
        "rows": 206,
        "pin_count": 104,
        "die_x_um": 567,
        "coreArea_mm2": 0.316,
        "initCoreUtil_pct": 50.4,
    },
    "routing": {
        "drt.antenna.violating_nets": 0,
        "drtIter0Drc": 7014,
        "wirelength_mm": 520,
        "drc": 0,
        "routedWlPerCell_um": 36.7,
        "vias": 94575,
        "drtPass1Iterations": 8,
        "vias_per_cell": 6.68,
    },
    "clock_network": {
        "cts_root_buf": "clkbuf_16",
        "postCtsSetupBuffers": 0,
        "cts.sinks": 4128,
        "cts.hold.buffers_added": 0,
        "clkTransAtPathRegs_ps": 60,
        "insertion_delay_ps": 980,
        "htree_num_levels": 5,
        "cts_max_path_buffers": 4,
        "cts_buffers": 416,
        "cts_resized": 0,
        "cts_tree": "yes",
    },
    "job": {
        "tool_warnings": 51,
        "maxCapViolations": 0,
    },
    "placement": {
        "place.port_buffers": 77,
        "dp_hpwl_mm": 291,
        "place.gp.congestion": 0.938,
    },
    "grt": {
        "grt_max_degree": 99,
        "overflow": 0,
        "grt_pass1_wl_mm": 727,
        "antenna_found_initial": 21,
        "grt_usage_pct": 36.3,
        "grt_pass1_vias": 99540,
    },
    "sta": {
        "tightest_slew_ps": 1190,
        "fin_crit_sh_pct": 26.6,
        "rsz0062_at_grt": "false",
        "slew_headroom_pct": 20.8,
        "finalHoldViolCount": 0,
        "fin_crit_ps": 24860,
        "fin_setup_tns_ps": 0,
        "finalMaxSlewViolations": 0,
        "finClkSkew_ps": 56.6,
        "setup_violations": 0,
        "fmax_ghz": 0.0402,
    },
    "pwr": {
        "cellLeakagePower_nw": 56.6,
        "vdd_drop_max_uv": 17.4,
        "power.density_mw_per_mm2": 22.1,
    },
    "final_layout": {
        "final_util_pct": 57.1,
        "syn2layout_area_growth_pct": 13.2,
        "register_area_mm2": 0.124,
        "layout.cells.most_common": "edfxtp_1",
        "logic_area_mm2": 0.0334,
        "nFillCells": 22940,
        "final_cell_mix": "edfxtp_1, a221oi_1, a21oi_1",
        "final_layout_size_suffix_gt1_share_pct": 16.1,
    },
    "min_path": {
        "hp-class": "reg -> reg",
        "hold_start": "ram[117][4]$_DFFE_PP_",
    },
}
## worst paths after layout
| path | endpoint | slack (ps) | cells past startpoint |
|---|---|---|---|
| max | ram[86][2]$_DFFE_PP_ | 68440 | 15 |
| max reg2reg | ram[94][8]$_DFFE_PP_ | 88810 | 9 |
| min | read_data_o[4]$_DFFE_PP_ | 1030 | 6 |
| min reg2reg | read_data_o[4]$_DFFE_PP_ | 1030 | 6 |
## critical path: stages
cell and delay (ps):
buf_8 290, buf_4 520, buf_4 660, buf_4 770, and2_4 540, buf_4 480, a21oi_1 130, o21ai_0 120
a21oi_1 120, a311oi_1 280, buf_4 220, o221a_1 650, a221o_4 460, buf_4 620, buf_4 620
## cell type report
class | instances | area share, %
diodes | 15 | 0.0208
clock buffers | 516 | 6.05
clock inverters | 255 | 1.20
inverters | 19 | 0.0492
multi-input cells | 4508 | 18.5
flip-flops and latches | 4128 | 68.7
well taps | 4160 | 2.89
repair buffers | 563 | 2.56
## Yosys cell counts (12+ instances only)
cell type,instances
a2111oi_0,14
a211oi_1,61
a21boi_0,24
a21o_1,46
a21oi_1,580
a221o_1,76
a221oi_1,698
a222oi_1,43
a22o_1,37
a22oi_1,431
a311oi_1,15
a31o_2,20
a31oi_1,21
and4b_1,12
buf_1,81
buf_2,298
buf_4,61
buf_6,17
clkbuf_1,288
edfxtp_1,4128
inv_1,13
mux2_2,263
mux2i_1,292
mux4_2,43
nand2_1,343
nand3_1,39
nand4_1,14
nor2_1,382
nor2b_1,100
nor3_1,74
nor4_1,20
o2111ai_1,27
o211ai_1,19
o21ai_0,487
o221ai_1,50
o22ai_1,95
o311ai_0,29
o31ai_1,17
## per-stage QoR
| stage | setup WS, ps | hold slack, ps | cells | power (mW) | area, um^2 |
|---|---|---|---|---|---|
| finish | 68440 | 1030 | 14164 | 3.99 | 180000 |
| global placement | 67820 | 972 | 13378 | 2.41 | 167000 |
| detailed placement | 67800 | 991 | 13378 | 2.42 | 167000 |
| floorplan | 66410 | 732 | 9400 | 2.28 | 159000 |
| CTS | 68790 | 1020 | 14149 | 4.00 | 180000 |
| global route | 68240 | 1070 | 14162 | 4.09 | 180000 |
## kinds of logic after synthesis
family,share of synthesized area [%]
AND-OR/OR-AND,12.8
AND/OR/NAND/NOR,2.86
other,0.00235
buffers and inverters,2.26
flip-flops,77.8
multiplexers,4.33
## per-layer routing
layer | wire length (um) | GRT usage (%) | vias to the layer above
met5 | 2400 | 5.70 | -
met4 | 33300 | 17.5 | 49
met3 | 102000 | 30.5 | 1281
met2 | 232000 | 49.4 | 7376
met1 | 151000 | 40.2 | 46561
li1 | - | - | 39308
## flip-flops by register name (all words and copies together), names as in the netlist
signal and count:
ram 4096, read_data_o 32
## power by group
group	switching [mW]	internal, mW	leakage, nW
Combinational	0.229	0.0664	13.0
Clock	0.692	0.917	6.44
Sequential	0.000815	2.09	37.2
Power and IR drop assume default switching activity.
